==> design.v <==
module alu (
	input [2:0] op,
	input [31:0] a,
	input [31:0] b,
	output reg [31:0] result,
	output eq,
	output ne,
	output lt,
	output gt
);
assign eq = a == b;
assign ne = a != b;
assign lt = a < b;
assign gt = a > b;
always @(*) begin
	case (op)
		0: result = a + b;
		1: result = a - b;
		2: result = $signed(a) < $signed(b);
		3: result = a < b;
		4: result = a & b;
		5: result = a | b;
		6: result = a ^ b;
	endcase
end
endmodule
==> run.sh <==
#!/bin/bash
# OpenROAD 26Q1-2900-gdf79404cd8, Yosys 0.63+post, stock flow scripts
make -C /OpenROAD-flow-scripts/flow DESIGN_CONFIG=/design/flow/config.mk WORK_HOME=/design/flow/orfs finish
==> config.mk <==
export PLATFORM = sky130hd
export DESIGN_NAME = alu
export DESIGN_NICKNAME = alu
export VERILOG_FILES = /design/flow/design.v
export SDC_FILE = /design/flow/constraint.sdc
export NUM_CORES = 4
export LEC_CHECK = 1
export CORE_UTILIZATION = 40
==> constraint.sdc <==
current_design alu

set clk_period 7.2
set clk_io_pct 0.2

create_clock -name clk0 -period $clk_period

set non_clock_inputs [all_inputs -no_clocks]
set_input_delay [expr $clk_period * $clk_io_pct] -clock clk0 $non_clock_inputs
set_output_delay [expr $clk_period * $clk_io_pct] -clock clk0 [all_outputs]
==> flow_summary.ini <==
; generated from flow reports
[routing]
n_antenna_cell = 0
wl_per_cell_um = 17.18
drc = 0
drt_iter0_drc = 530
drt_pass1_iterations = 6
via_count = 6348
wl_um = 18930
final_antenna_net_count = 0
viasPerCell = 5.760

[die]
rows = 44
die_height_um = 124.2
coreArea_mm2 = 0.01453
num_io_pins = 103
fp_util_pct = 41.07
chip_area_mm2 = 0.01542
die_x_um = 124.2

[pwr]
leakage_nw = 3.218
p_sw_share_pct = 56.44
p_comb_share_pct = 96.8
p_switching_w = 0.0002891
finalPower_w = 0.0005122
p_seq_share_pct = 3.2
power_density_mw_per_mm2 = 72.58
p_clk_share_pct = 0
ir_drop_v = 0.00002931
internal-power_w = 0.0002231

[hold_path]
holdPathEnd = gt
holdPathStages = 5
min_from = a[31]
hold_path_class = in2out

[final_timing]
fmax_mhz = 153.8
unclocked_pins = 32
finalSetupViolCount = 0
slew_violations = 0
tns_ps = 0
whs_ps = 4123
untimed_endpoints = 64
worst_pin_slew_ps = 789.4
period_needed_ps = 6504
relSlewSlack_pct = 47.38
rsz0062_at_grt = no
hold_viol = 0
period_used_pct = 90.33

[grt]
grt_max_degree = 45
grt_pass1_wl_um = 30280
grt_pass1_vias = 5688
overflow = 0
antenna_found_initial = 0
grt.total_usage_pct = 25.30

[synthesis]
topCellsByArea = ha_1, dlxtn_1, a21oi_1
top_cell = inv_1
yosys_cells = 865
syn_avg_cell_area_um2 = 6.901
edf_count = 0
ys_async_sr_fraction_pct = 0
syn_area_mm2 = 0.005969
top_cell_area_share_pct = 20.12
common_cells = inv_1, ha_1, a21oi_1
yosys-stat-area_mm2 = 0.005969
yosysTopAreaCell = ha_1
synth-seq-cells = 32
synth_cell_types = 79
ys_warn_count = 1
syn_inst = 865
synthFlopType = dlxtn_1

[layout]
drive_gt1_share_pct = 5.011
areaGrowthSynthToFinish_pct = 18.24
largest_reg_flops = 32

[placed_design]
numPortBuffers = 103
place_congestion = 0.9405
dpl.hpwl_um = 13970

[worst_setup_path]
critPathLaunchType = input pin
worst_setup_path_end_kind = output pin
crit_required_ps = 5760
arrival_ps = 5060
path_class = in2out
crit_path_max_fanout = 12

[clocking]
post_cts_resized = 0
cts_setup_buffers = 0
cts_hold_buf = 0

[run]
maxCapViolCount = 0
log.warning_count = 96

[outcome]
status = finished, final reports clean
[power groups by stage]
stage	Sequential, W	Combinational (W)	Clock (W)
4_1_cts	0.0000166	0.000490	0
5_1_grt	0.0000169	0.000548	0
6_report	0.0000165	0.000496	0
[critical path: stages]
cell             delay (ps)
clkdlybuf4s50_1         510
inv_1                    50
ha_1                    430
or3_4                   450
or4_4                   440
a211oi_2                230
nor2_2                  130
o21ai_4                 240
a211oi_2                120
o21bai_4                220
a21oi_2                  90
o31ai_2                 210
clkdlybuf4s50_1         490
[layout by cell type, fill, tap and decap left out, types with 12 or more instances in the layout]
master	count
a221o_1	14
nand2_1	50
nand3_1	15
ha_1	96
nor2_1	62
o22ai_1	31
inv_1	103
a21o_1	15
mux2i_1	18
dlxtn_1	32
o21ai_0	44
o21bai_1	17
a21oi_1	92
clkdlybuf4s50_1	102
a22o_1	12
nor3_1	16
[per-stage QoR]
step	setup slack, ps	area (um^2)	instances	utilization (%)
2_1_floorplan	2011	5969	865	-
3_3_place_gp	753.5	7058	1102	48.56
3_5_place_dp	687.1	7058	1102	48.56
4_1_cts	678.9	7058	1102	48.56
5_1_grt	465.2	7058	1102	48.56
6_report	696.2	7058	1102	48.56
[routing by layer]
| metal | routed length (um) | up-vias | track usage, % |
|---|---|---|---|
| met5 | 0 | - | 0 |
| li1 | - | 3229 | - |
| met4 | 197 | 0 | 2.827 |
| met2 | 8431 | 222 | 41.06 |
| met3 | 1067 | 14 | 0.7944 |
| met1 | 9236 | 2883 | 38.36 |
[area by class of cell]
cell class                      count  area (um^2)
Timing Repair Buffer              112         1094
Fill cell                        1497         7476
Inverter                          105        394.1
Sequential cell                    32        480.5
Tap cell                          184        230.2
Multi-Input combinational cell    669         4860
[worst max-delay path by stage]
stage,start,endpoint,cells past startpoint
final,a[9],gt,13
after global routing,a[9],gt,13
after CTS,a[9],gt,13
[cell families (layout without fill, tap and decap cells)]
group | Yosys count | in the layout | synth area share (%)
AOI/OAI and AO/OA | 335 | 335 | 39.32
and+or+nand+nor | 214 | 214 | 17.48
buffers and inverters | 164 | 217 | 10.63
adders and majority gates | 98 | 98 | 20.79
latches | 32 | 32 | 8.049
muxes | 21 | 21 | 3.584
xor gates and xnor gates | 1 | 1 | 0.1467
