===== config.mk =====
export PLATFORM = sky130hd
export DESIGN_NAME = data_mem
export DESIGN_NICKNAME = data_mem
export VERILOG_FILES = /design/flow/design.v
export SDC_FILE = /design/flow/constraint.sdc
export NUM_CORES = 4
export LEC_CHECK = 1
export CORE_UTILIZATION = 50
export SYNTH_MEMORY_MAX_BITS = 65536

===== constraint.sdc =====
current_design data_mem

set clk_period 52.6
set clk_io_pct 0.2

create_clock -name clk0 -period $clk_period [get_ports {clk}]

set non_clock_inputs [all_inputs -no_clocks]
set_input_delay [expr $clk_period * $clk_io_pct] -clock clk0 $non_clock_inputs
set_output_delay [expr $clk_period * $clk_io_pct] -clock clk0 [all_outputs]

===== design.v =====
module data_mem (
	input clk,
	input      [7:0]  addr,
	input             write_enable,
	input      [31:0] write_data,
	output reg [31:0] read_data
);
reg [31:0] mem [0:255];
assign read_data = mem[addr];
always @(posedge clk) begin
	if (write_enable) begin
		mem[addr] <= write_data;
	end
end
integer i;
initial begin
	for (i = 0; i != 256; i = i + 1) begin
		mem[i] = 0;
	end
end
endmodule

===== run.sh =====
#!/bin/bash
# OpenROAD 26Q1-2900-gdf79404cd8, Yosys 0.63+post, stock flow scripts
make -C /OpenROAD-flow-scripts/flow DESIGN_CONFIG=/design/flow/config.mk WORK_HOME=/design/flow/orfs finish

==> metrics.cfg <==
[clock_tree]
clockBufferDepth = 4
clk_pin_slew_worst_paths_ps = 60
cts_tree = built
cts_made_buffers = 801
numClockSinks = 8192
cts_resized = 0
hold_buffers = 0
cts_setup_buffers = 0
htreeDepth = 6
cts_root_buf = clkbuf_16

[grt]
grt_pass1_vias = 164969
grt_max_degree = 98
antenna_found_initial = 32
overflow = 0
grt_first_pass_wirelength_um = 1210000
grt.total_usage_pct = 32.1

[power]
vdd_drop_max_v = 0.0000381
powerDensity_mw_per_mm2 = 38.0
p_leak_nw = 107

[hold_path]
min_from = write_data[4]
hold_path_class = input port to flop

[yosys]
async_reset_ff_share_pct = 0
yosys_warnings = 2
ff_type = edfxtp_1
ys_chip_area_mm2 = 0.308
ys_cells = 13055
netlist_instances = 13055
ys_seq_elements = 8192
edf_count = 8192
ys_types = 21
netlist_area_mm2 = 0.308
synth_seq_share_pct = 79.8
avgSynthCellArea_um2 = 23.6

[worst_setup_path]
max_stage_delay_ps = 1110
critical_path_buf_inv_count = 10
cpMostUsedCell = buf_4
path_depth = 15
setup.worst_path.start = addr[0]
arrival_ps = 18940
slowest_stage = o41ai_2
critical_path.max_fanout = 66
critPathCaptureType = primary output
cp-endpoint = read_data[9]
path_delay_family = buffers and inverters
crit_required_ps = 42080
start_kind = input port
crit_chain = buf_16, buf_4, buf_4, buf_4, buf_4, buf_4, buf_12, buf_4, mux4_2, a22oi_1, a21oi_1, buf_4, o41ai_2, nand4_1, clkdlybuf4s50_1
crit_type = input port to primary output

[routing]
drt-pass1-iter-count = 7
top_layer_used = met5
drtIter0Drc = 8856
vias = 145851
routed-wl-met2_um = 392000
wl_met1_um = 227000
drtAntennaViolNets = 0
drc = 0
drt-total-wl_um = 868000
route.met3.wl_um = 196000
routedWlPerCell_um = 38.1
viasPerCell = 6.40

[placed_design]
port_buffers = 73
dp_slack_ps = 23090
dpl.hpwl_um = 494000
gp_congestion = 0.886

[final_timing]
fmax_mhz = 33.9
hold_slack_ps = 9740
period_used_pct = 56.0
fin_setup_tns_ps = 0
tightest_slew_ps = 1450
worst_slack_ps = 23140
rsz0062_at_grt = false
period_needed_ps = 29460
slew_violations = 0
slew_headroom_pct = 3.60
finalHoldViolCount = 0
setup_violations = 0

[die]
rows = 288
dieArea_mm2 = 0.620
core_mm2 = 0.615
die_h_um = 787
floorplan.core_util_pct = 50.2
die_w_um = 787
ios = 74

[finish]
drive_above_1_share_pct = 30.0
area_growth_pct = 13.7
regMostFlops = mem
largest_register_ff_count = 8192
top_regs = mem x8192

[run_status]
status = completed

[flow_run]
drv_cap = 0
warnings = 26

cells in the mapped netlist, types with 7 or more instances:
cell type	instances	area, um2
a21oi_1	512	2560
a22oi_1	1024	7690
buf_1	64	240
buf_2	209	1050
buf_4	21	158
clkbuf_1	498	1870
edfxtp_1	8192	246000
mux4_2	2048	46100
nand2_1	28	105
nand3_1	13	65.1
nand4_1	32	200
nor2_1	232	871
nor2b_1	7	43.8
nor3_1	30	150
o41ai_1	128	1120
layer usage:
layer	vias up	GRT usage, %
met3	1620	31.6
met1	73255	34.3
met4	65	12.7
met2	12147	43.1
met5	-	3.45
li1	58764	-
worst min-delay path by stage:
stage             end  cells after the start
4_1_cts   mem[184][1]                      1
5_1_grt   mem[188][4]                      1
6_report  mem[176][4]                      1
placed cells by master, fill, tap and decap left out, types with 30 or more instances in the layout:
| master | count |
|---|---|
| clkdlybuf4s50_1 | 39 |
| buf_8 | 32 |
| a22oi_1 | 1024 |
| clkinv_1 | 204 |
| edfxtp_1 | 8192 |
| clkbuf_16 | 803 |
| bufinv_16 | 53 |
| clkinv_2 | 137 |
| o41ai_1 | 46 |
| o41ai_2 | 74 |
| nor3_2 | 30 |
| buf_4 | 845 |
| a21oi_1 | 504 |
| nand4_1 | 32 |
| nor2_4 | 228 |
| mux4_2 | 2048 |
| clkbuf_1 | 176 |
cell families (layout without fill, tap and decap cells):
family	count (synthesis)	in the layout	synth area share (%)
DFF	8192	8192	79.8
muxes	2048	2048	15.0
AOI/OAI and AO/OA	1664	1664	3.69
buffers and inverters	797	2384	1.09
and+or+nand+nor	354	354	0.490
other	0	15	0
through the flow:
step                instance area [um2]  std cells  utilization (%)  total power [mW]
finish                           351000      22777             57.0              13.3
global route                     351000      22765             57.0              13.7
CTS                              351000      22761             57.0              13.4
floorplan                        308000      13055                -              7.64
global placement                 325000      21311             52.9              7.97
detailed placement               325000      21312             52.9              7.98
power breakdown:
part	switching (mW)	leakage, nW	total [mW]	internal [mW]
clock	2.42	12.2	5.49	3.07
sequential	0.00297	73.6	7.20	7.20
combinational	0.433	21.3	0.645	0.212
final cells by class:
| cell class | count | area, um2 |
|---|---|---|
| clock inverter | 470 | 4340 |
| tap | 8120 | 10200 |
| sequential | 8192 | 246000 |
| antenna | 15 | 37.5 |
| fill | 42467 | 264000 |
| multi-input combinational | 4066 | 61800 |
| inverter | 1 | 3.75 |
| timing repair buffer | 934 | 7580 |
| clock buffer | 979 | 20800 |
Power and IR drop assume default switching activity.
