==> flow/run.sh <==
#!/bin/bash
# OpenROAD 26Q1-2900-gdf79404cd8, Yosys 0.63+post, stock flow scripts
make -C /OpenROAD-flow-scripts/flow DESIGN_CONFIG=/design/flow/config.mk WORK_HOME=/design/flow/orfs finish
==> flow/config.mk <==
export PLATFORM = sky130hd
export DESIGN_NAME = reg_file
export DESIGN_NICKNAME = reg_file
export VERILOG_FILES = /design/flow/design.v
export SDC_FILE = /design/flow/constraint.sdc
export NUM_CORES = 4
export LEC_CHECK = 1
export CORE_UTILIZATION = 50
==> flow/constraint.sdc <==
current_design reg_file

set clk_period 9.9
set clk_io_pct 0.2

create_clock -name clk0 -period $clk_period [get_ports {clk}]

set non_clock_inputs [all_inputs -no_clocks]
set_input_delay [expr $clk_period * $clk_io_pct] -clock clk0 $non_clock_inputs
set_output_delay [expr $clk_period * $clk_io_pct] -clock clk0 [all_outputs]
==> flow/design.v <==
module reg_file (
	input clk,
	input  [4:0] rs1_addr,
	output [31:0] rs1_data,
	input  [4:0] rs2_addr,
	output [31:0] rs2_data,
	input [4:0]  rd_addr,
	input        rd_write_enable,
	input [31:0] rd_write_data
);
reg [31:0] regs [0:31];
assign rs1_data = (rs1_addr == 0) ? 0 : regs[rs1_addr];
assign rs2_data = (rs2_addr == 0) ? 0 : regs[rs2_addr];
always @(posedge clk) begin
	if (rd_write_enable) begin
		regs[rd_addr] <= rd_write_data;
	end
end
integer i;
initial begin
	for (i = 0; i != 32; i = i + 1) begin
		regs[i] = 0;
	end
end
endmodule
==> reports/qor.rpt <==
FINAL TIMING
--------------------------------------------------------------------------------------
Total negative setup slack                                                        0 ns
Hold Violations, Final                                                               0
Worst rel slew slack                                                             0.125
Achievable frequency                                                           125 MHz
Minimum hold slack                                                             2.10 ns
Period minus WS final                                                          8.03 ns
Share of the cycle needed by the critical path after routing                     0.811
Final count of negative-setup-slack endpoints                                        0
Final count of pins violating max slew                                               0
Unrepaired setup endpoints after global routing                                     no
Transition time at the pin with the least slew margin                          1.30 ns
Final setup slack of the worst path                                            1.87 ns

DETAILED ROUTING
--------------------------------------------------------------------------------------
Detailed-routing iteration count for the pre-antenna-repair pass                     5
# DRC                                                                                0
Via/cell ratio                                                                    6.82
Total wire length                                                           148,000 um
Count of antenna-violating nets left after detailed routing                          0
Starting DRC count in detailed routing                                           1,666
Via Count                                                                       26,553
Average detailed-routed wire length per instance                               38.0 um

RUN STATUS
--------------------------------------------------------------------------------------
Outcome                                                                   complete, no violations

CRITICAL PATH
--------------------------------------------------------------------------------------
Start-to-end type of the worst setup path                                 primary input to output pin
Highest fanout seen on the critical path                                            35
CP Data Arrival Time                                                           6.05 ns
Category of the worst setup path launch point                             primary input
Stage delay of the slowest cell on the critical path                           1.07 ns
Endpoint required time on the critical path                                    7.92 ns
Setup crit end kind                                                         output pin
CP startpoint                                                              rs2_addr[3]
Cell at the slowest stage of the critical path                            sky130_fd_sc_hd__nor3_1
Worst-path cell chain                                                     clkdlybuf4s50_1 > nor2b_4 > buf_4 > a22o_1 > a211oi_1 > nor3_1 > clkdlybuf4s50_1
Worst path most repeated cell                                             sky130_fd_sc_hd__clkdlybuf4s50_1

POWER
--------------------------------------------------------------------------------------
Worst-case vdd ir drop                                                      0.000159 V
Total power                                                                  0.00958 W
Leakage power                                                                  17.1 nW
Power per standard cell area                                               180 mW/mm^2

YOSYS
--------------------------------------------------------------------------------------
Mapped Cells                                                                     2,400
Post-synthesis sequential element count                                          1,024
Most frequently used flop master after synthesis                          sky130_fd_sc_hd__edfxtp_1
Share of flip-flops with an asynchronous set or reset                                0
Yosys Chip Area                                                            0.0470 mm^2
EDFF count, synth                                                                1,024
Post-synthesis cell type count                                                      40
Synthesized cell area                                                      0.0470 mm^2
Sequential share of the synthesized area                                         0.655
Synth warnings                                                                       1
Synth Area per Inst                                                          19.6 um^2
Number of cells in Yosys stat                                                    2,400

PLACED DESIGN
--------------------------------------------------------------------------------------
Setup slack after placement                                                    2.10 ns
Number of buffers added on ports                                                   112
RePlAce Congestion                                                               0.906
HPWL after detailed placement                                                86,800 um

FINISH
--------------------------------------------------------------------------------------
Filler Cells Inserted                                                            6,631
Flip-flop count of the largest register after layout                             1,024
Area Overhead vs Synth                                                           13.7%
Top register by number of flip-flops                                              regs
Biggest registers after layout                                              regs x1024
Share of cells above drive strength 1                                            0.287

GLOBAL ROUTING
--------------------------------------------------------------------------------------
Largest net degree at the start of global routing                                   93
Wire length of the first global-routing pass                                209,000 um
Total GRT Usage                                                                  0.359
Via count of the first global-routing pass                                      29,709
Number of antenna violations at the first check in global routing                    8
GRT overflow                                                                         0

FLOORPLAN
--------------------------------------------------------------------------------------
Die X                                                                           308 um
Row count                                                                          112
Core Area                                                                  0.0932 mm^2
Chip height                                                                     308 um
Fraction of the core area occupied by cells at floorplan                         0.504
Count of pins on the block boundary                                                113
Die Outline Area                                                           0.0952 mm^2

CLOCKING
--------------------------------------------------------------------------------------
TritonCTS Buffers                                                                  109
H-tree Lvls                                                                          3
Hold bufs inserted after CTS                                                         0
Post-CTS Repair Setup Buffers                                                        0
Clock tree root driver cell                                               sky130_fd_sc_hd__clkbuf_16
CTS tree                                                                          done
Clock sink count                                                                 1,024
Bufs on Longest Clock Path                                                           3
Clock slew at the register clock pins of the worst setup and hold paths        0.06 ns
Cts repair resizes                                                                   0

HOLD PATH
--------------------------------------------------------------------------------------
Worst min-delay path startpoint                                           rd_write_data[31]
Class of the worst hold path                                              primary input to flip-flop

JOB
--------------------------------------------------------------------------------------
Max-cap violation count                                                              0
Count of warning messages emitted by the tools                                      26

[cells in the mapped netlist, types with 3 or more instances]
cell type	instances	share of area
sky130_fd_sc_hd__mux2_1	19	0.0046
sky130_fd_sc_hd__buf_2	58	0.0062
sky130_fd_sc_hd__mux2i_1	183	0.039
sky130_fd_sc_hd__nor3_1	32	0.0034
sky130_fd_sc_hd__nor2_1	35	0.0028
sky130_fd_sc_hd__mux4_2	425	0.20
sky130_fd_sc_hd__inv_1	25	0.0020
sky130_fd_sc_hd__and2_1	13	0.0017
sky130_fd_sc_hd__a2111oi_0	31	0.0058
sky130_fd_sc_hd__nand2_1	65	0.0052
sky130_fd_sc_hd__nand3b_1	7	0.0011
sky130_fd_sc_hd__o221ai_1	31	0.0058
sky130_fd_sc_hd__nor2b_1	8	0.0011
sky130_fd_sc_hd__a21oi_1	46	0.0049
sky130_fd_sc_hd__buf_6	12	0.0029
sky130_fd_sc_hd__edfxtp_1	1024	0.65
sky130_fd_sc_hd__buf_1	7	0.00056
sky130_fd_sc_hd__a32o_1	9	0.0019
sky130_fd_sc_hd__or3b_2	3	0.00056
sky130_fd_sc_hd__nand3_1	4	0.00043
sky130_fd_sc_hd__a211oi_1	47	0.0075
sky130_fd_sc_hd__nand2b_1	3	0.00040
sky130_fd_sc_hd__a22o_1	62	0.012
sky130_fd_sc_hd__nor4_1	9	0.0012
sky130_fd_sc_hd__a211o_1	23	0.0043
sky130_fd_sc_hd__buf_4	20	0.0032
sky130_fd_sc_hd__clkbuf_1	104	0.0083
sky130_fd_sc_hd__mux2_2	5	0.0012
sky130_fd_sc_hd__o22ai_1	55	0.0073
sky130_fd_sc_hd__a221oi_1	23	0.0043
[worst max-delay path: cells and delay by family]
family	cells	cell delay (ns)
compound gates	2	0.30
simple gates	2	1.60
buf+inv	3	2.15
[kinds of logic after synthesis]
group           count (synthesis)  share of synthesized area
compound gates                331                     0.0541
flops                        1024                      0.655
mux                           632                      0.249
buf+inv                       226                     0.0231
simple gates                  187                     0.0194
[metal layers]
layer / global-route usage / part of all wire / vias to the layer above
met3: 0.331 / 0.22 / 344
met1: 0.420 / 0.29 / 13296
met2: 0.481 / 0.45 / 2143
li1: - / - / 10752
met5: 0.0413 / 0.0036 / -
met4: 0.113 / 0.041 / 18
[cell type report]
cell class	count	area [um^2]	share of cell area
clock inverter	59	445	0.00834
sequential	1024	30700	0.576
tap	1254	1570	0.0294
clock buffer	137	2900	0.0542
antenna	3	7.51	0.000141
timing repair buffer	243	2210	0.0415
multi-input combinational	1150	15400	0.289
inverter	25	96.3	0.00180
[path summary, 6_finish.rpt]
path | endpoint | cells past startpoint | slack, ns
worst max-delay path | rs2_data[26] | 7 | 1.87
worst min-delay path | regs[1][31] | 2 | 2.10
[per-stage QoR]
| stage | cell area (um^2) | cells | util |
|---|---|---|---|
| 2_1_floorplan | 47000 | 2400 | - |
| 3_3_place_gp | 50000 | 3696 | 0.537 |
| 3_5_place_dp | 50000 | 3696 | 0.537 |
| 4_1_cts | 53400 | 3892 | 0.573 |
| 5_1_grt | 53400 | 3894 | 0.573 |
| 6_report | 53400 | 3895 | 0.573 |
[cells in the final DEF, fill, tap and decap left out, drive strengths merged, types with 2 or more instances in the layout]
cell type	n
nor4	9
edfxtp	1024
o22ai	55
o221ai	31
nand2b	3
a211o	23
nand3	4
mux2i	183
nor2b	8
a22o	62
nor3	33
a211oi	47
a2111oi	31
and2	13
mux4	425
diode	3
a21oi	46
inv	29
a32o	9
clkinvlp	4
nor2	35
clkdlybuf4s50	105
nand3b	7
or3b	5
nand2	65
buf	138
a221oi	23
clkbuf	137
mux2	24
bufinv	6
or3	2
clkinv	45
[where the power goes]
group          switching (W)  leakage (nW)  internal [W]
Sequential         0.0000210          9.22       0.00483
Combinational       0.000514          6.25      0.000372
Clock                0.00164          1.62       0.00221
Total                0.00218          17.1       0.00741
No activity file was given, so power comes from the tool's default toggle rates.
